===== ./config.mk =====
export PLATFORM = sky130hd
export DESIGN_NAME = main
export DESIGN_NICKNAME = main
export VERILOG_FILES = /design/flow/design.v
export SDC_FILE = /design/flow/constraint.sdc
export NUM_CORES = 4
export LEC_CHECK = 1
export CORE_AREA = 10 10 88 88
export DIE_AREA = 0 0 98 98

===== ./constraint.sdc =====
current_design main

set clk_period 4.0
set clk_io_pct 0.2

create_clock -name clk0 -period $clk_period [get_ports {CLKIN}]

set non_clock_inputs [all_inputs -no_clocks]
set_input_delay [expr $clk_period * $clk_io_pct] -clock clk0 $non_clock_inputs
set_output_delay [expr $clk_period * $clk_io_pct] -clock clk0 [all_outputs]

===== ./design.v =====
module main (output  D5, input  CLKIN);
  parameter N = 24;
  reg [N-1:0] cnt;
  always @(posedge CLKIN) begin
    cnt <= cnt+1;
  end
  assign D5 = cnt[N-1];
endmodule

===== ./run.sh =====
#!/bin/bash
# OpenROAD 26Q1-2900-gdf79404cd8, Yosys 0.63+post, stock flow scripts
make -C /OpenROAD-flow-scripts/flow DESIGN_CONFIG=/design/flow/config.mk WORK_HOME=/design/flow/orfs finish

==> deck_impl_summary.md <==
Implementation Results

Layout
  • Area growth syn-to-layout: 17.6%
  • Finished layout cell area: between 1000 and 1500 sq um
  • Final core utilization: 0.179
  • Max reg flops: 24
  • Final cell count without fillers: 163
  • Register with the highest flop count: cnt
  • Tally of filler cells in the layout: 645
  • Leading registers by flop count: cnt: 24 flops
  • Layout cell share with drive strength beyond 1: 0.0909
  • Total area of sequential cells: 480 sq um
  • Area taken by multi-input logic gates: between 400 and 500 sq um

Outcome
  • Result of the run: finished clean

Clocking
  • Clock tree from TritonCTS: yes
  • Setup Fix Bufs, Post-CTS: 0
  • CTS clock-pin slew for the worst setup and hold paths: around 0.08 ns
  • Number of buffers between clock root and the deepest sink: 2
  • Hold buffer count at cts: 0
  • Root Driver: sky130_fd_sc_hd__clkbuf_8
  • Clock H-tree levels: 1
  • Clock sink total: 24
  • Post-cts resize count: 0
  • Number of buffers created by CTS: 3
  • Insertion delay of the later-clocked pin in the worst-skew pair: 0.26 ns

Yosys
  • Area of the mapped netlist: 901 sq um
  • Top-count cell post-synth: sky130_fd_sc_hd__dfxtp_1
  • Adder share: 0.0139
  • FF+latch count, synth: 24
  • Post-synthesis chip area from yosys: 901 sq um
  • Simple-gate portion of the synthesized area: 0.235
  • Post-synthesis cell type with the largest combined area: sky130_fd_sc_hd__dfxtp_1
  • Mux cell area share: 0
  • Synthesized area divided by synthesized cell count: 10.9 sq um
  • Share of Yosys cell area claimed by the top area cell type: 0.533
  • Number of warnings issued by yosys: 1
  • Share of async-settable or async-resettable flops after synthesis: 0
  • Number of library cell types mapped by synthesis: 15
  • Synth Area in XOR/XNOR: 0.214
  • Ys cells: 83
  • Biggest area cells: sky130_fd_sc_hd__dfxtp_1, sky130_fd_sc_hd__xnor2_1, sky130_fd_sc_hd__nand3_1, sky130_fd_sc_hd__nand4_1, sky130_fd_sc_hd__xor2_1
  • Compound-gate portion of the synthesized area: 0
  • Seq share, synth: 0.533
  • Most used flip-flop cell: sky130_fd_sc_hd__dfxtp_1
  • Top comb family, area: simple AND/OR/NAND/NOR gates
  • Most instantiated cells after synthesis: sky130_fd_sc_hd__dfxtp_1, sky130_fd_sc_hd__xnor2_1, sky130_fd_sc_hd__nand3_1
  • Flip-flops with a built-in enable: 0
  • Gate count of the mapped netlist: 83

Floorplanning
  • Initial cell density of the core: 0.152
  • Horizontal extent of the die: 98 microns
  • I/O pin total: 2
  • Area enclosed by the die boundary: about 9600 sq um
  • Placeable core area: 5920 sq um
  • Number of core rows: 28
  • Die boundary height: 98 microns

Global route
  • Global router's overall resource usage: 0.0240
  • Pin count of the biggest net entering global routing: 14
  • Via count of the first global-routing pass: 498
  • Initial antenna violation count: 0
  • Wire length of the first global-routing pass: 2040 microns
  • Final global-route overflow total: 0

Power
  • Leak: roughly 0.34 nW
  • Worst vdd rail ir drop: 0.000214 V
  • Power per Cell Area: between 300 and 400 nW/um^2
  • Final Power: 0.396 mW

STA
  • Max Clk Rate: 0.534 GHz
  • Tightest hold margin: 0.414 ns
  • Post-layout min period: 1.87 ns
  • RSZ-0062 raised after global routing: no
  • Crit share post-route: 0.468
  • Post-route setup TNS: 0 ns
  • Actual slew at the worst max-slew pin: approximately 0.46 ns
  • Worst Clk Skew: about 0.0022 ns
  • Rel. slew slack: 0.695
  • Final WS setup: 2.13 ns
  • Number of setup violations in the final report: 0
  • Final Max Tran Viols: 0
  • Number of hold-slack violations in the final timing report: 0

Critical path
  • Crit Path Max Fanout: 2
  • Count of cells along the worst register-to-register path: 5
  • Cells along the critical path: clkdlybuf4s50_1
  • Critical path's top delay family: buffers and inverters
  • Category of the critical setup timing path: flip-flop to output pin
  • Terminus of the critical flop-to-flop path: cnt[20]
  • Crit start category: flip-flop
  • Required time of the critical path: approximately 3.2 ns
  • Bufs and invs on worst path: 1
  • Worst R2R Start: cnt[0]
  • Arrival time of data at the critical path endpoint: about 1.1 ns
  • Critical Path End Type: output pin
  • Crit path max-delay cell type: sky130_fd_sc_hd__clkdlybuf4s50_1
  • Register-to-register path setup slack: ~2.6 ns
  • Delay of the slowest critical-path stage: 0.47 ns

Drt
  • DR vias/cell: 3.36
  • First-pass DRT Iterations: 4
  • Final wirelength: ~1100 microns
  • Number of nets with antenna violations after detailed routing: 0
  • DRT iter0 DRCs: 21
  • Inserted Diodes: 0
  • Via count: 548
  • DRC violations left: 0
  • Per-cell routed wire length: 6.98 microns

Hold path
  • Worst min path class: flip-flop to flip-flop
  • Worst hold endpoint: cnt[0]
  • Hold path startpoint: cnt[0]
  • Hold Crit Depth: 1

Place
  • Global placement routability congestion: 0.752
  • Area of placed instances: about 1000 sq um
  • Count of input and output buffers: 1
  • Placed wire-length estimate: slightly below 800 microns
  • Post-Place Cells: 159
  • Worst slack, placed: 2.40 ns

Job
  • Count of maximum capacitance violations: 0
  • OpenROAD warnings: 25
[cells in the final DEF, fill, tap and decap left out]
cell                              count
sky130_fd_sc_hd__xor2_1               4
sky130_fd_sc_hd__clkdlybuf4s50_1      1
sky130_fd_sc_hd__and3_1               4
sky130_fd_sc_hd__dfxtp_1             24
sky130_fd_sc_hd__clkbuf_8             4
sky130_fd_sc_hd__nor2_1               2
sky130_fd_sc_hd__xnor2_1             18
sky130_fd_sc_hd__and2b_4              1
sky130_fd_sc_hd__nand2_1              7
sky130_fd_sc_hd__nand3_2              1
sky130_fd_sc_hd__ha_1                 1
sky130_fd_sc_hd__nand3_1              9
sky130_fd_sc_hd__and4_1               3
sky130_fd_sc_hd__nor3_4               1
sky130_fd_sc_hd__inv_1                1
sky130_fd_sc_hd__and3_2               1
sky130_fd_sc_hd__nand4_1              6
[final cells by class]
type                    count  share of cell area
clock buffers               4              0.0519
inverters                   1             0.00354
multi-input cells          58               0.393
flip-flops and latches     24               0.453
well taps                  75              0.0885
repair buffers              1             0.00945
[cells by family (layout without fill, tap and decap cells)]
family / after synthesis / in the layout
AND/OR/NAND/NOR: 35 / 35
XOR/XNOR: 22 / 22
flip-flops: 24 / 24
buffers and inverters: 1 / 6
adder cells (fa/ha/maj): 1 / 1
[worst max-delay path by stage]
stage | start | end | slack [ns] | cells past startpoint
4_1_cts | cnt[23] | D5 | 2.10 | 1
5_1_grt | cnt[23] | D5 | 2.08 | 1
6_report | cnt[23] | D5 | 2.13 | 1
[worst register-to-register path, stage by stage, from the launching register on]
cell	delay [ns]
sky130_fd_sc_hd__dfxtp_1	0.38
sky130_fd_sc_hd__ha_1	0.22
sky130_fd_sc_hd__and4_1	0.25
sky130_fd_sc_hd__and2b_4	0.21
sky130_fd_sc_hd__nand4_1	0.12
sky130_fd_sc_hd__xnor2_1	0.15
[layer usage]
metal / wire length [microns] / global-route usage
met5: 0 / 0
met4: 0 / 0
met3: 90 / 0.0135
met2: 429 / 0.0320
met1: 618 / 0.0348
[power by group]
part           internal [mW]  switching [mW]
clock network         0.0876          0.0695
registers              0.239               0
logic                      0               0
total                  0.326          0.0695
Power is estimated from default activity; no workload was simulated.
